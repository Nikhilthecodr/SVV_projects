==> flow/design.v <==
interface JK_inter(input bit clk);
  logic J,K,reset,q;
  modport RTL(input J,K,reset,clk,output q);
  modport TB(input q, output J,K,reset);
endinterface
module universal(
  input clk, reset, 
  input [1:0] select, 
  input [3:0] p_din,  
  input s_left_din,   
  input s_right_din,
  output reg [3:0] p_dout,
  output s_left_dout, 
  output s_right_dout 
);
  always@(posedge clk) begin
    if(reset) p_dout <= 0;
    else begin
      case(select)
        2'h1: p_dout <= {s_right_din,p_dout[3:1]};  
        2'h2: p_dout <= {p_dout[2:0],s_left_din};   
        2'h3: p_dout <= p_din;  
        default: p_dout <= p_dout;  
      endcase
    end
  end
  assign s_left_dout = p_dout[0];
  assign s_right_dout = p_dout[3];
endmodule
==> flow/run.sh <==
#!/bin/bash
# OpenROAD 26Q1-2900-gdf79404cd8, Yosys 0.63+post, stock flow scripts
make -C /OpenROAD-flow-scripts/flow DESIGN_CONFIG=/design/flow/config.mk WORK_HOME=/design/flow/orfs finish
==> flow/config.mk <==
export PLATFORM = sky130hd
export DESIGN_NAME = universal
export DESIGN_NICKNAME = universal
export VERILOG_FILES = /design/flow/design.v
export SDC_FILE = /design/flow/constraint.sdc
export NUM_CORES = 4
export LEC_CHECK = 1
export CORE_AREA = 10 10 70 70
export DIE_AREA = 0 0 80 80
==> flow/constraint.sdc <==
current_design universal

set clk_period 1.6
set clk_io_pct 0.2

create_clock -name clk0 -period $clk_period [get_ports {clk}]

set non_clock_inputs [all_inputs -no_clocks]
set_input_delay [expr $clk_period * $clk_io_pct] -clock clk0 $non_clock_inputs
set_output_delay [expr $clk_period * $clk_io_pct] -clock clk0 [all_outputs]
==> impl_metrics.csv <==
group,metric,value,unit
outcome,outcome,"finished, final reports clean",
yosys,syn_area_per_cell,15.0,sq um
sta,tightest_slew,0.176,ns
clock_network,cts_buffers,3,
clock_network,cts_sinks,4,
clock_network,clock_latency,0.23,ns
route,wl_per_cell,8.94,um
clock_network,cts_setup_buffers,0,
yosys,synthTopCellsByCount,"dfxtp_1 (4), mux4_2 (4), nor2b_1 (4)",
placement,dp_hpwl,625,um
global_route,antenna_found_initial,1,
yosys,top_area_cell,"mux4_2",
sta,min_period,1.45,ns
route,dr.pass1.iters,2,
finish,fillers,394,
die,initCoreUtil,0.0615,
sta,max_slew_margin,0.883,
clock_network,cts_buffer_depth,2,
clock_network,cts_tree,"built",
route,ant_nets,0,
global_route,grt_overflow,0,
setup_path,critPathBufInv,1,
clock_network,cts-root-buf,"clkbuf_4",
pwr,p_int,247,uW
route,drc,0,
pwr,peakVddDrop,0.179,mV
setup_path,critPathCaptureType,"output port",
sta,finalClockSkew,0.00244,ns
global_route,grt_pass1_vias,261,
flow_run,warning_count,25,
setup_path,critPathTopFamily,"buffers and inverters",
sta,fin_hold_ws,0.706,ns
sta,rsz0062_at_grt,"false",
clock_network,ctsResizeCount,0,
sta,tns,0,ns
pwr,p_leak,0.148,nW
yosys,ys_seq_frac,0.381,
finish,reg_top3,"p_dout (4)",
setup_path,cp_max_fo,4,
setup_path,worstPathRequired,1.28,ns
finish,final_cells,79,
yosys,synth_chip_area,210,sq um
yosys,synthArstFlopShare,0,
die,die_y,80,um
yosys,top_area_frac,0.429,
route,vias,204,
sta,timing.final.crit_share,0.908,
placement,pre_cts_slack,-0.0408,ns
setup_path,ff2ff_setup_slack,0.55,ns
sta,setup_ws,0.146,ns
placement,dpl_cell_area,418,sq um
flow_run,drv_cap,0,
global_route,grt_max_degree,5,
clock_network,ctsHoldBuffers,0,
min_path,hold_path.class,"primary input to flip-flop",
global_route,grt.total_usage,0.0238,
yosys,syn_inst,14,
die,core-area,0.00342,sq mm
yosys,ys_ff,4,
setup_path,worstSetupPathType,"flip-flop to output port",
route,drtIter0Drc,2,
pwr,switching_share,0.195,
global_route,grt_pass1_wl,1.14,mm
pwr,power_switching,59.9,uW
yosys,ff_type,"dfxtp_1",
yosys,syn_area,210,sq um
setup_path,start_kind,"flip-flop",
yosys,synth-edff-count,0,
placement,port_buffers,15,
setup_path,crit_slowest_cell,"clkdlybuf4s50_1",
pwr,p_comb_frac,0.225,
placement,placedCellCount,75,
finish,largest-register,"p_dout",
die,ioPinCount,16,
finish,final_cell_area,443,sq um
pwr,p_clk_frac,0.400,
setup_path,critPathMaxStageDelay,0.51,ns
sta,setup_viol,0,
sta,timing_hold_violations_final,0,
placement,place.gp.congestion,0.769,
pwr,p_seq_frac,0.375,
yosys,yosysWarningCount,1,
pwr,power_density,694,mW/mm^2
yosys,synth_stat.cells,14,
finish,drive_gt1_frac,0.281,
clock_network,clk_pin_slew_worst_paths,0.04,ns
die,dieWidth,80,um
route,routed_wl,706,um
setup_path,arrival,1.13,ns
yosys,synth.distinct_cells,4,
die,rows,21,
yosys,synthTopCellsByArea,"mux4_2 (43%), dfxtp_1 (38%), nor2b_1 (12%)",
finish,largest_register_ffs,4,
sta,timing.fmax,688,MHz
die,die_area,0.00640,sq mm
setup_path,cp_cell_sequence,"clkdlybuf4s50_1",
finish,area_growth,111,%
route,viasPerCell,2.58,
sta,drv_slew,0,
clock_network,cts_max_level,1,
[per-stage QoR]
step,power (mW),util
after floorplan,0.137,-
after CTS,0.316,0.129
final,0.307,0.130
after detailed placement,0.187,0.122
after global placement,0.186,0.122
after global routing,0.329,0.130
[layout by cell type, fill, tap and decap left out]
master           count
buf_4                2
nor2b_1              4
diode_2              1
clkdlybuf4s50_1     15
mux4_2               4
dfxtp_1              4
clkbuf_4             3
[metal layers]
layer	vias up	global-route usage	routed length, um	part of all wire
li1	90	-	-	-
met1	90	0.0271	334	0.47
met2	22	0.0201	149	0.21
met3	2	0.0318	217	0.31
met4	0	0.00528	4	0.0057
met5	-	0.0500	0	0
[layout make-up]
class | count | area [sq um] | area share
antenna | 1 | 2.50 | 0.00565
sequential | 4 | 80.1 | 0.181
clock buffer | 3 | 22.5 | 0.0508
tap | 46 | 57.6 | 0.130
multi-input combinational | 8 | 115 | 0.260
timing repair buffer | 17 | 165 | 0.373
[kinds of logic (layout without fill, tap and decap cells)]
group	count (synthesis)	count (layout)	share of synthesized area
buffers and inverters	2	20	0.0714
flip-flops	4	4	0.381
multiplexers	4	4	0.429
other	0	1	0
AND/OR/NAND/NOR	4	4	0.119
[power by group through the flow]
stage | sequential, mW | clock (mW) | combinational (mW)
after global routing | 0.117 | 0.138 | 0.0750
after CTS | 0.115 | 0.130 | 0.0702
final | 0.115 | 0.123 | 0.0693
[path summary, 6_finish.rpt]
check,start,endpoint,depth (start not counted)
worst max-delay path,p_dout[1]$_SDFFE_PP0P_,p_dout[1],1
worst min-delay path,reset,p_dout[0]$_SDFFE_PP0P_,2
worst max register to register,p_dout[0]$_SDFFE_PP0P_,p_dout[1]$_SDFFE_PP0P_,2
worst min register to register,p_dout[2]$_SDFFE_PP0P_,p_dout[2]$_SDFFE_PP0P_,2
Power figures rest on the tool's default switching activity, not on a simulated workload.
